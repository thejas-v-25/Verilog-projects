**flow/run.sh**
```bash
#!/bin/bash
# OpenROAD 26Q1-2900-gdf79404cd8, Yosys 0.63+post, stock flow scripts
make -C /OpenROAD-flow-scripts/flow DESIGN_CONFIG=/design/flow/config.mk WORK_HOME=/design/flow/orfs finish
```
**flow/config.mk**
```make
export PLATFORM = sky130hd
export DESIGN_NAME = uart_simple
export DESIGN_NICKNAME = uart_simple
export VERILOG_FILES = /design/flow/design.v
export SDC_FILE = /design/flow/constraint.sdc
export NUM_CORES = 4
export LEC_CHECK = 1
export CORE_UTILIZATION = 50
```
**flow/constraint.sdc**
```tcl
current_design uart_simple

set clk_period 2.9
set clk_io_pct 0.2

create_clock -name clk0 -period $clk_period [get_ports {clk}]

set non_clock_inputs [all_inputs -no_clocks]
set_input_delay [expr $clk_period * $clk_io_pct] -clock clk0 $non_clock_inputs
set_output_delay [expr $clk_period * $clk_io_pct] -clock clk0 [all_outputs]
```
**flow/design.v**
```verilog
module uart_simple #(
    parameter CLK_FREQ = 50000000,     
    parameter BAUD_RATE = 9600         
)(
    input  wire clk,
    input  wire rst,
    input  wire rx,                    
    output reg  tx,                    
    input  wire [7:0] tx_data,         
    input  wire tx_start,              
    output reg  tx_busy,               
    output reg  [7:0] rx_data,         
    output reg  rx_done                
);
    localparam integer CLKS_PER_BIT = CLK_FREQ / BAUD_RATE;
    reg [15:0] tx_count = 0;
    reg [3:0]  tx_bit_index = 0;
    reg [9:0]  tx_shift = 10'b1111111111;  
    always @(posedge clk or posedge rst) begin
        if (rst) begin
            tx <= 1'b1;
            tx_busy <= 0;
            tx_count <= 0;
            tx_bit_index <= 0;
            tx_shift <= 10'b1111111111;
        end else begin
            if (tx_start && !tx_busy) begin
                tx_shift <= {1'b1, tx_data, 1'b0};
                tx_busy <= 1;
                tx_count <= 0;
                tx_bit_index <= 0;
            end else if (tx_busy) begin
                if (tx_count == CLKS_PER_BIT-1) begin
                    tx <= tx_shift[0];                   
                    tx_shift <= tx_shift >> 1;           
                    tx_bit_index <= tx_bit_index + 1;
                    tx_count <= 0;
                    if (tx_bit_index == 9) begin
                        tx_busy <= 0;  
                    end
                end else begin
                    tx_count <= tx_count + 1;
                end
            end
        end
    end
    reg [15:0] rx_count = 0;
    reg [3:0]  rx_bit_index = 0;
    reg [7:0]  rx_shift = 0;
    reg rx_busy = 0;
    always @(posedge clk or posedge rst) begin
        if (rst) begin
            rx_done <= 0;
            rx_busy <= 0;
            rx_count <= 0;
            rx_bit_index <= 0;
        end else begin
            rx_done <= 0;
            if (!rx_busy && !rx) begin
                rx_busy <= 1;
                rx_count <= CLKS_PER_BIT/2;  
                rx_bit_index <= 0;
            end else if (rx_busy) begin
                if (rx_count == CLKS_PER_BIT-1) begin
                    rx_count <= 0;
                    if (rx_bit_index < 8) begin
                        rx_shift <= {rx, rx_shift[7:1]};  
                        rx_bit_index <= rx_bit_index + 1;
                    end else begin
                        rx_data <= rx_shift;  
                        rx_done <= 1;
                        rx_busy <= 0;
                    end
                end else begin
                    rx_count <= rx_count + 1;
                end
            end
        end
    end
endmodule
```
==> run summary <==
impl run done, here's what came out: status=complete, no violations, RSZ-0062 raised after global routing=no, DR vias=2,573, share of layout cells above drive strength 1=12.4%, total gr overflow=0, FA/HA/MAJ Cells, Area Fraction=about 1.8%, hold path endpoint=rx_data[0], H-Tree Depth=3, hold depth=0, HP Class=flop to flop, main flop type=dfrtp_1, pre-CTS worst setup slack=roughly 0.35 ns, Final TNS setup=0 ns, Yosys chip area=about 3400 um^2, relative slew slack=47.7%, Site Rows=29, Sink Count=around 70, crit path max fanout=7, final period utilization=roughly nine tenths, sequential share of power=52.5%, Post-DP Area=roughly 3700 um^2, post-DP HPWL=roughly 4.4 mm, gpl congestion=0.911, #FFs+latches synth=about 70, hold path start=rx_shift[0], flop-to-flop setup slack=roughly 0.35 ns, # port buffers=22, data arrival time of the worst path=roughly 2.6 ns, Top-area cell share=about a third, drt pass-1 iters=20, Synth warnings=1, Final setup viols=0, AND-OR/OR-AND Cells, Area Fraction=approximately 15%, largest area contributor in the netlist=dfrtp_1, combinational share of power=15.9%, Total GRT Usage=20.9%, hold-fix buffers at CTS=0, Distinct cells, synth=between 50 and 60, DR iter-0 viols=about 120, met2 wire len=just under 3 mm, Max Used Layer=met4, area grow syn2layout=14.4%, Worst R2R End=rx_shift[1], Worst Tran Pin Value=0.775 ns, CTS tree=done, clock tree buffer depth=2, wire length of the first global-routing pass=roughly 11 mm, DIE WIDTH=84.9 um, Latency at later pin=0.34 ns, setup bufs post-CTS=0, Crit. End Element=flop, top cells by area=dfrtp_1 (31%), edfxtp_1 (14%), dfstp_2 (8.4%), nand3_1 (3.2%), nand2_1 (2.8%), ant diodes=0, met3 routed WL=~320 um, Mux area share=under 10%, Netlist Area Pre-Place=~3400 um^2, Starting Density=between 50% and 60%, sw frac=between 20% and 30%, largest net degree at the start of global routing=roughly 55, tool warning count=27, Final Hold Viols=0, Max Clock Skew=approximately 0.0086 ns, WL/cell=15.7 um, yosys cell count=around 320, Root Driver=clkbuf_8, drt total wl=roughly 6.7 mm, cells on worst reg2reg path=5, CP Data Required Time=~3.0 ns, Vias/cell=a little over 6, Reg clk slew, reported paths=~0.07 ns, DRC viols=0, M1 WL=~3.4 mm, Basic Gates by Area=between 20 and 25%, syn_area_per_cell=between 10 and 15 um^2, die area=between 7000 and 8000 um^2, fmax=roughly 390 MHz, vertical die size=around 85 um, cts bufs inserted=9, vias in the first global route=2,385, Seq/Total Area, Yosys=53.8%, Syn Inst Count=between 300 and 400, VDD IR max=between 0.0003 and 0.0004 V, fin crit period=roughly 2.6 ns, P_sw=around 0.76 mW, reg2reg start=rx_count[11], Design Area, Final=between 3000 and 4000 um^2, Core ar.=6490 um^2, ys async rst share=between 70 and 80%, Crit Path Category=flop to flop, pwr dens=668 nW/um^2, XOR/XNOR Area Share=under 10%, flip-flops with a built-in enable=16, Setup WS post-layout=between 0.3 and 0.4 ns, # resized after CTS=0, final max-slew violation count=0, comb area leader=simple AND/OR/NAND/NOR gates, Overall Power=2.62 mW, maxcap violations=0, antenna violations before repair=0, Clk pwr share=between 30% and 40%, internal cell power=between 1.5 and 2 mW, I/O pins=23, Leak=between 1.5 and 2 nW, DRT antenna net count=0, Startpoint Class=flop
==> logic make-up after synthesis <==
group           Yosys count
simple gates            132
compound gates           70
mux                       5
buf+inv                  27
xor+xnor                 10
flops                    70
fa+ha+maj                 5
==> flip-flops by register name, summed over array words and instances, names as in the netlist <==
name          cells
rx_data           8
tx_bit_index      4
tx                1
tx_busy           1
rx_done           1
rx_busy           1
rx_bit_index      4
tx_shift         10
rx_count         16
rx_shift          8
tx_count         16
==> metal layers <==
metal | track usage, % | vias up
met5 | 0 | -
met4 | 2.77 | 0
met3 | 4.64 | 5
met2 | 29.2 | 58
met1 | 36.7 | 1243
li1 | - | 1267
==> per-stage QoR <==
stage	hold slack, ns	util, %	std cells
final	0.434	60.5	424
after global routing	0.441	60.5	424
after CTS	0.428	60.5	424
after detailed placement	0.408	57.3	408
after global placement	0.405	57.3	408
after floorplan	0.400	-	319
==> worst max-delay path, cell delays in order, from the launching register on <==
cell,delay [ns]
dfrtp_1,0.43
or4_1,0.57
nor4_1,0.55
nand2_1,0.14
nor3_1,0.34
buf_4,0.23
==> placed cells by master, fill, tap and decap left out, drive strengths merged, types with 3 or more instances in the layout <==
cell,netlist,final
a21o,4,4
a21oi,11,11
a221o,3,3
a22o,5,5
a31o,3,3
a31oi,10,10
a41oi,4,4
and2,7,7
and3,5,5
and4,5,5
buf,6,9
clkbuf,13,11
clkdlybuf4s50,0,22
dfrtp,43,43
dfstp,11,11
edfxtp,16,16
ha,5,5
inv,8,8
mux2,3,3
nand2,26,26
nand3,22,22
nand4,12,12
nor2,14,14
nor2b,4,4
nor3,5,5
nor3b,4,4
nor4,9,9
nor4b,3,3
o211ai,7,7
o21ai,9,9
o31ai,3,3
or4,4,4
or4b,3,3
xnor2,6,6
xor2,4,4
==> Yosys cell counts, drive strengths merged, types with 5 or more instances <==
library cell  number
buf                6
nor4               9
nand3             22
clkbuf            13
a31oi             10
nor2              14
ha                 5
nand2             26
and2               7
a21oi             11
nor3               5
a22o               5
and3               5
nand4             12
and4               5
inv                8
o21ai              9
dfstp             11
xnor2              6
dfrtp             43
edfxtp            16
o211ai             7
==> power groups by stage <==
stage	Clock [mW]	Combinational, mW	Sequential [mW]
CTS	0.857	0.421	1.37
finish	0.828	0.417	1.38
global route	0.898	0.475	1.41
==> worst max-delay path by stage <==
stage	from	to	slack [ns]	cells past startpoint
5_1_grt	rx_count[11]	rx_shift[2]	0.15	5
4_1_cts	rx_count[11]	rx_shift[1]	0.35	5
6_report	rx_count[11]	rx_shift[1]	0.35	5
==> layout make-up <==
type | count | area, um^2
inverters | 8 | 30.0
clock buffers | 11 | 131
repair buffers | 31 | 288
multi-input cells | 222 | 1460
clock inverters | 5 | 75.1
well taps | 77 | 96.3
fillers | 527 | 2570
flip-flops and latches | 70 | 1850
Power and IR drop assume default switching activity.
